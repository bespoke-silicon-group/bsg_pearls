<file path="design/flow/run.sh">
#!/bin/bash
# OpenROAD 26Q1-2900-gdf79404cd8, Yosys 0.63+post, stock flow scripts
make -C /OpenROAD-flow-scripts/flow DESIGN_CONFIG=/design/flow/config.mk WORK_HOME=/design/flow/orfs finish
</file>
<file path="design/flow/config.mk">
export PLATFORM = sky130hd
export DESIGN_NAME = bsg_clk_gen_pearl_lfsr_div30
export DESIGN_NICKNAME = bsg_clk_gen_pearl_lfsr_div30
export VERILOG_FILES = /design/flow/design.v
export SDC_FILE = /design/flow/constraint.sdc
export NUM_CORES = 4
export LEC_CHECK = 1
export CORE_AREA = 10 10 70 70
export DIE_AREA = 0 0 80 80
</file>
<file path="design/flow/constraint.sdc">
current_design bsg_clk_gen_pearl_lfsr_div30

set clk_period 1.2
set clk_io_pct 0.2

create_clock -name clk0 -period $clk_period [get_ports {clk_i}]

set non_clock_inputs [all_inputs -no_clocks]
set_input_delay [expr $clk_period * $clk_io_pct] -clock clk0 $non_clock_inputs
set_output_delay [expr $clk_period * $clk_io_pct] -clock clk0 [all_outputs]
</file>
<file path="design/flow/design.v">
module bsg_clk_gen_pearl_lfsr_div30
  (input          clk_i
   , input        reset_i
   , output logic clk_div_o
   );
  logic [3:0] data_r;
  logic out_r;
  assign clk_div_o = out_r;
  always_ff @(posedge clk_i)
  begin
    if (reset_i)
      begin
        data_r[1] <= 1'b1;
        out_r     <= 1'b0;
      end
    else
      begin
        data_r[1] <= data_r[2];
        out_r     <= (~(| data_r[2:0]) ^ out_r);
      end
    data_r[0] <= data_r[1];
    data_r[2] <= data_r[0] ^ data_r[3];
    data_r[3] <= data_r[0];
  end
endmodule
</file>
==> results.toml <==
# generated from flow reports
[synth]
synth-seq-cells = 5
ys_chip_area_um2 = 135
postSynthSeqShare_pct = 74.1
synth.distinct_cells = 6
top_area_share_pct = 74.1
yosysCellCount = 10
yosys-top-cells-area = "dfxtp_1 74%, xor2_1 6.5%, o31ai_1 5.6%"
avgSynthCellArea_um2 = 13.5
yosysTopAreaCell = "dfxtp_1"
synthCells = 10
synth_area_um2 = 135
yosys_warnings = 1

[die]
ios = 3
core_area_mm2 = 0.00342
fp-row-count = 21
fp_util_pct = 3.96
chipArea_mm2 = 0.00640
fp.dieH_um = 80
die-width_um = 80

[hold_path]
hp-start = "data_r[1]"
hold_class = "reg -> reg"
min_path_cells = 0

[outcome]
status = "completed"

[sta]
min_period_ps = 1140
final_hold_viol_count = 0
rsz0062_at_grt = "no"
fin_ws_ps = 64.1
holdWs_ps = 367
setup_tns_ps = 0
slew_viol_final = 0
max_slew_margin_pct = 87.2
final.setup_skew_ps = 0.334
fmax_mhz = 880
setup_viol = 0
worst_pin_slew_ps = 190
timing.final.crit_share_pct = 94.7

[clock_network]
path_clk_slew_ps = 40
clockBufferDepth = 2
cts-root-buf = "clkbuf_4"
cts_buffers = 3
htreeDepth = 1
cts_tree = "done"
cts.sinks = 5
clk_latency_ps = 240
ctsHoldBuffers = 0

[route]
wl_um = 283
dr_total_vias = 102
wl_per_cell_um = 4.49
ant_nets = 0
drc_errors = 0
dr.pass1.iters = 2
antenna_cells = 0
drtIter0Drc = 7
via_per_inst = 1.62

[power_and_ir_drop]
intPower_mw = 0.377
combPwrFrac_pct = 8.8
vdd_ir_drop_max_v = 0.000281
switching_share_pct = 23.5
power_frac_seq_pct = 52.0
leakage_nw = 0.0832
switchingPower_mw = 0.116
pwr-share-clk_pct = 39.2
p_per_area_mw_per_mm2 = 2000

[worst_setup_path]
cp-start-kind = "register"
slowest_stage = "or4_1"
arrival_ps = 1300
endpoint_kind = "register"
critical_path_buf_inv_count = 1
cp.depth = 3
crit_path_start = "out_r"
crit_fanout = 2
max_stage_delay_ps = 460
cp_data_required_time_ps = 1360
path_cells = "buf_4, or4_1, a21oi_1"
path_class = "reg -> reg"
ff2ff_path_depth = 3
path_delay_family = "simple AND/OR/NAND/NOR gates"
r2r_start = "out_r"

[finish]
layout-drive-gt1-share_pct = 35.3
area_growth_pct = 82.4
final_area_um2 = 246

[global_route]
first_global_vias = 98
grt_usage_pct = 0.997
grt_pass1_wl_um = 427
antenna_found_initial = 0
grt_start_max_net_pins = 5
overflow = 0

[placement]
hpwlAfterDp_um = 210
io_buffer_count = 2
dp_slack_ps = 129
placed_area_um2 = 213
place.gp.congestion = 0.585

[job]
warning_count = 25
drv_cap = 0
## final timing paths
kind         slack (ps)        end
max                  60      out_r
min                 370  data_r[0]
max reg2reg          60      out_r
min reg2reg         370  data_r[0]
## cells by family (layout without fill, tap and decap cells)
family | after synthesis | count (layout) | synth area share, %
XOR/XNOR | 1 | 1 | 6.48
flip-flops | 5 | 5 | 74.1
AND/OR/NAND/NOR | 2 | 2 | 10.2
AND-OR/OR-AND | 2 | 2 | 9.26
buffers and inverters | 0 | 7 | 0
## synth_stat cells, drive strengths merged
master / number
a21oi: 1
dfxtp: 5
o31ai: 1
or2: 1
or4: 1
xor2: 1
## routing by layer
metal / part of all wire [%] / wire (um) / track usage [%] / vias to the layer above
li1: - / - / - / 48
met1: 35 / 99 / 0.600 / 48
met2: 39 / 110 / 1.12 / 4
met3: 22 / 63 / 1.93 / 2
met4: 3.5 / 10 / 0.528 / 0
met5: 0 / 0 / 0 / -
## flip-flops by register name, summed over array words and instances, names as in the netlist
register  cells
out_r         1
data_r        4
## cell usage in the layout (no fill, tap or decap)
cell             instances
a21oi_1                  1
buf_4                    1
clkbuf_1                 1
clkbuf_4                 3
clkdlybuf4s50_1          1
dfxtp_1                  4
dfxtp_2                  1
dlygate4sd2_1            1
o31ai_1                  1
or2_2                    1
or4_1                    1
xor2_1                   1
## per-stage QoR
step	total power, mW	util, %	std cells
after floorplan	0.271	-	10
after global placement	0.290	6.23	58
after detailed placement	0.298	6.23	58
after CTS	0.500	7.22	63
after global routing	0.527	7.22	63
final	0.492	7.22	63
## final cells by class
cell class,instances,area (um^2)
clock buffers,4,26.3
flip-flops and latches,5,101
repair buffers,3,26.3
multi-input cells,5,35.0
fillers,408,3170
well taps,46,57.6
## power groups by stage
stage | logic (mW) | clock network (mW) | registers, mW
finish | 0.0434 | 0.193 | 0.256
global route | 0.0480 | 0.220 | 0.259
CTS | 0.0436 | 0.201 | 0.256
## repair_timing
action                                  4_1_cts  5_1_grt
setup buffers                                 1        0
resized                                       2        0
endpoints found under the setup margin        1        0
Power figures rest on the tool's default switching activity, not on a simulated workload.
